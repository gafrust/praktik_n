**run.sh**
```bash
#!/bin/bash
# OpenROAD 26Q1-2900-gdf79404cd8, Yosys 0.63+post, stock flow scripts
make -C /OpenROAD-flow-scripts/flow DESIGN_CONFIG=/design/flow/config.mk WORK_HOME=/design/flow/orfs finish
```
**config.mk**
```make
export PLATFORM = sky130hd
export DESIGN_NAME = CONV
export DESIGN_NICKNAME = CONV
export VERILOG_FILES = /design/flow/design.v
export SDC_FILE = /design/flow/constraint.sdc
export NUM_CORES = 4
export LEC_CHECK = 1
export CORE_UTILIZATION = 50
```
**constraint.sdc**
```tcl
current_design CONV

set clk_period 11.2
set clk_io_pct 0.2

create_clock -name clk0 -period $clk_period [get_ports {clk}]

set non_clock_inputs [all_inputs -no_clocks]
set_input_delay [expr $clk_period * $clk_io_pct] -clock clk0 $non_clock_inputs
set_output_delay [expr $clk_period * $clk_io_pct] -clock clk0 [all_outputs]
```
**design.v**
```verilog
module CONV(
 input reg reset,  
 input reg clk,  
 input wire signed [7: 0] CONV_iData0,  
 input wire signed [7: 0] CONV_iData1,  
 output reg signed [15: 0] CONV_oData  
);
parameter LengthOfConv = 8;  
parameter InState = 4'b0001,ConvState = 4'b0010,OutState = 4'b0100,ClrState = 4'b1000;
reg [7:0] CONV_iData0reg[LengthOfConv - 1:0];
reg [7:0] CONV_iData1reg[LengthOfConv - 1:0];
reg [15:0] CONV_oDatareg[2*LengthOfConv - 2:0];
reg [7: 0] index0;
reg [7: 0] index1;  
reg [7: 0] index_input;  
reg [7: 0] index_conv;
reg [7: 0] index_conv2;  
reg [7:0]  index_convs;  
reg [7: 0] index_output;  
reg [7: 0] index_clr;  
reg [3:0] state,nextstate;
initial
	 begin
        index_convs <= 0;
		index0 <= 0;
		index1 <= 0;
		index_input <= 8'b0;
		index_conv	<= 8'b0;		
		index_conv2 <= 8'b0;
		index_output<= 8'b0;
		index_clr <= 8'b0;  
		state <= InState;
		nextstate <= ConvState;
	end
 always @ (posedge clk)  
begin
	if(reset == 0)
	begin
		CONV_iData0reg[index0] <= 8'b0;
		CONV_iData1reg[index0] <= 8'b0;
		CONV_oDatareg[index1] <= 16'b0;
		if(index0  == LengthOfConv - 1) 
			index0 = 8'b0;  
		else
			index0 <= index0 + 8'b1;
		if(index1  == LengthOfConv * 2 - 2) 
			index1 = 8'b0;  
		else
			index1 <= index1 + 8'b1;
	end
	else
	begin
		 if (state == InState)  
		begin
			begin
				CONV_iData0reg[index_input] <= CONV_iData0;
				CONV_iData1reg[index_input] <= CONV_iData1;
				index_input <= index_input + 8'b1;
				 CONV_oData <= 0;  
			end
			if(index_input >= LengthOfConv - 1)
			begin
				index_input <= 8'b0;
				state <= nextstate;
				nextstate  <= OutState;
			end
		end
		 if (state == ConvState)  
		begin
			  CONV_oData <= 0;  
			 if(index_conv2  <= LengthOfConv-1 &&index_conv  <= LengthOfConv-1 )
			 index_convs<=index_conv2 + index_conv;
				CONV_oDatareg[index_conv2 + index_conv] = CONV_oDatareg[index_conv2 + index_conv] + CONV_iData0reg[index_conv2]*CONV_iData1reg[index_conv];
			 if (index_conv2 == LengthOfConv)  
			begin
				index_conv2 <= 8'b0; 
				index_conv <= index_conv + 8'b1;
			end
			else
				index_conv2 <= index_conv2 + 8'b1; 
			if(index_conv  == LengthOfConv )
			begin
				index_conv <= 8'b0; 
				index_conv2 <= 8'b0;  
				state <= nextstate;
				nextstate  <= ClrState;
			end
		end	 
		 if (state == OutState)  
		begin
			CONV_oData <= CONV_oDatareg[index_output];
			index_output <= index_output + 8'b1;
			 if (index_output == LengthOfConv * 2-2)  
			begin
				 index_output <= 8'b0;  
				state <= nextstate;
				nextstate  <= InState;
			end			
		end 
		 if (state == ClrState)  
		begin
			 CONV_oData <= 0;  
			CONV_oDatareg[index_clr] = 0;
			index_clr<= index_clr + 8'b1;
			if(index_clr  == LengthOfConv * 2 - 1 )
			begin
				index_clr <= 8'b0;  
				state <= nextstate;
				nextstate  <= ConvState;
			end			
		end 
	end
end
endmodule
```
==> impl_metrics.sql <==
-- generated from flow reports
INSERT INTO impl_metrics (metric_group, metric, value, unit) VALUES
('critical_path', 'crit_path_end_kind', 'register', ''),
('logic_synthesis', 'synth-main-ff-cell', 'edfxtp_1', ''),
('global_route', 'grt_pass1_vias', '20800', ''),
('clock_tree', 'clkTransAtPathRegs', '0.06', 'ns'),
('clock_tree', 'cts.hold.buffers_added', '0', ''),
('critical_path', 'critical_path.top_delay_family', 'adder cells', ''),
('critical_path', 'crit_path_max_incr_delay', '0.81', 'ns'),
('logic_synthesis', 'yosys.area.top_type_share', '52.6', '%'),
('placement', 'post-place-ws', '2.45', 'ns'),
('global_route', 'number_of_antenna_violations_at_the_first_check_in_global_routing', '0', ''),
('global_route', 'first_pass_grt_wire_length', '142000', 'um'),
('placement', 'place.gp.congestion', '1.08', ''),
('status', 'run_status', 'finished clean', ''),
('sta', 'setup_ws', '2.35', 'ns'),
('routing', 'drc_errors', '0', ''),
('critical_path', 'total_stage_count_of_the_critical_path', '25', ''),
('clock_tree', 'cts_tree', 'done', ''),
('critical_path', 'critical-path-slowest-cell', 'edfxtp_1', ''),
('pwr', 'power_leakage', '10.5', 'nW'),
('sta', 'worst_slew_pin_slew', '0.946', 'ns'),
('clock_tree', 'cts_setup_buffers', '0', ''),
('logic_synthesis', 'synth.cell_area', '0.0256', 'mm^2'),
('sta', 'report.final.setup_viol', '0', ''),
('final_layout', 'area_delta_synth_final', '12.2', '%'),
('global_route', 'grt_total_usage', '41.5', '%'),
('logic_synthesis', 'synth_area_leader_cell', 'edfxtp_1', ''),
('routing', 'ant_nets', '0', ''),
('logic_synthesis', 'yosys.stat.chipArea', '0.0256', 'mm^2'),
('logic_synthesis', 'ys.flops', '448', ''),
('clock_tree', 'clock_tree.root_cell', 'clkbuf_16', ''),
('routing', 'first_pass_iters', '8', ''),
('sta', 'fin_skew', '0.0436', 'ns'),
('sta', 'maxClockFrequency', '113', 'MHz'),
('critical_path', 'worst-setup-path-type', 'register to register', ''),
('critical_path', 'r2r_cells', '25', ''),
('critical_path', 'critical_path.n_buffers_inverters', '6', ''),
('die', 'fp.dieH', '228', 'um'),
('pwr', 'power_per_standard_cell_area', '162', 'mW/mm^2'),
('run', 'stage_log_warnings', '36', ''),
('clock_tree', 'clock-sinks', '448', ''),
('critical_path', 'startpoint_type', 'register', ''),
('routing', 'drt_iter0_drc', '2317', ''),
('global_route', 'pin_count_of_the_biggest_net_entering_global_routing', '45', ''),
('die', 'die_width', '228', 'um'),
('hold_path', 'hold_path_depth', '1', ''),
('die', 'chip_area', '0.0521', 'mm^2'),
('clock_tree', 'cts-resized-gates', '0', ''),
('routing', 'via_density_per_instance', '6.61', ''),
('placement', 'post-dp-hpwl', '63900', 'um'),
('logic_synthesis', 'ys_cells', '2280', ''),
('die', 'design.portCount', '34', ''),
('clock_tree', 'clock_path_buffers', '3', ''),
('logic_synthesis', 'share_of_flip_flops_with_an_asynchronous_set_or_reset_after_synthesis', '0', '%'),
('sta', 'slew_headroom', '35.1', '%'),
('sta', 'maxSlewViolCount', '0', ''),
('logic_synthesis', 'synth.top_cells.by_area', 'edfxtp_1 (53%), mux2i_1 (7.8%), nor2_1 (5.5%)', ''),
('clock_tree', 'tritoncts.num_buffers', '49', ''),
('logic_synthesis', 'netlist_instances', '2280', ''),
('final_layout', 'postLayoutCoreUtil', '57.1', '%'),
('clock_tree', 'clkLatencyLatePin', '0.63', 'ns'),
('sta', 'finalCritPeriodShare', '79.0', '%'),
('global_route', 'grt-ovfl-total', '0', ''),
('routing', 'vias', '20200', ''),
('routing', 'routed_wl', '98200', 'um'),
('sta', 'hold_viol_final', '0', ''),
('critical_path', 'crit_required', '11.49', 'ns'),
('logic_synthesis', 'post_synthesis_sequential_area_ratio', '52.6', '%'),
('logic_synthesis', 'ys_types', '74', ''),
('pwr', 'vdd_ir_drop_max', '0.144', 'mV'),
('die', 'core_region_area', '0.0503', 'mm^2'),
('final_layout', 'post_route_cells_drive_above_1_share', '10.9', '%');
## cell type report
cell class / count / area, um^2
Antenna cell: 3 / 7.51
Clock buffer: 59 / 1280
Clock inverter: 28 / 265
Fill cell: 4153 / 21600
Inverter: 89 / 334
Multi-Input combinational cell: 1612 / 11300
Sequential cell: 448 / 13500
Tap cell: 672 / 841
Timing Repair Buffer: 150 / 1210
## where the power goes
| group | leakage [nW] | internal, mW | total [mW] | switching [mW] |
|---|---|---|---|---|
| registers | 4.39 | 1.96 | 2.03 | 0.0717 |
| clock network | 0.760 | 0.910 | 1.61 | 0.697 |
| logic | 5.31 | 0.304 | 0.998 | 0.693 |
## registers in the layout, indices dropped and copies added (netlist names)
name	cells
index0	8
CONV_iData0reg	64
index_output	8
state	4
CONV_iData1reg	64
CONV_oData	16
index1	8
nextstate	4
index_input	8
CONV_oDatareg	240
index_clr	8
index_conv	8
index_conv2	8
## synthesized netlist by cell type, types with 7 or more instances
cell,count
nor3_1,27
fa_1,51
nor2b_1,21
a22o_1,11
mux4_2,32
a222oi_1,20
ha_1,56
nor2_1,376
a21oi_1,108
a31oi_1,14
nor4_1,31
edfxtp_1,448
mux2i_1,199
a211oi_1,20
buf_2,18
a32oi_1,11
a22oi_1,14
xor2_1,22
and2_1,10
mux2_2,11
nand2b_1,7
nand3_1,44
o22ai_1,92
buf_1,13
o21ai_0,26
nand2_1,218
and3_1,31
clkbuf_1,100
inv_1,89
xnor2_1,29
a221oi_1,27
## path summary, 6_finish.rpt
path                                                   start                      endpoint  slack (ns)
worst max-delay path            index_conv2[2]$_SDFFCE_PN0P_  CONV_oData[12]$_SDFFCE_PP0P_        2.35
worst min-delay path                  nextstate[0]$_DFFE_PP_            state[0]$_DFFE_PP_        0.57
worst max register to register  index_conv2[2]$_SDFFCE_PN0P_  CONV_oData[12]$_SDFFCE_PP0P_        2.35
worst min register to register        nextstate[0]$_DFFE_PP_            state[0]$_DFFE_PP_        0.57
## routing by layer
layer  global-route usage (%)  up-vias  routed length [um]
met3                     27.1      393               17200
met5                     1.38        -                  75
met1                     58.6     9610               35400
met2                     52.8     1630               39200
li1                         -     8611                   -
met4                     18.6        2                6300
## per-stage QoR
stage	area, um^2	hold WS (ns)	cells	total power, mW
2_1_floorplan	25600	0.535	2283	2.62
3_3_place_gp	27100	0.551	2971	3.03
3_5_place_dp	27100	0.552	2971	3.02
4_1_cts	28700	0.570	3058	4.62
5_1_grt	28700	0.587	3058	4.77
6_report	28700	0.567	3061	4.64
## worst register-to-register path, delay by kind of cell (launching register included)
| kind | cells | cell delay (ns) |
|---|---|---|
| adders and majority gates | 6 | 2.67 |
| and+or+nand+nor | 3 | 0.36 |
| buffers and inverters | 6 | 1.38 |
| AOI/OAI and AO/OA | 7 | 2.07 |
| xor gates and xnor gates | 2 | 1.10 |
| DFF | 1 | 0.81 |
| muxes | 1 | 0.17 |
## layout by cell type (no fill, tap or decap), drive strengths merged, types with 7 or more instances in the layout
cell and instances:
nor2 380, ha 56, mux2 12, a211oi 20, a31oi 14, clkdlybuf4s50 33, xor2 23, nand2 219
a221oi 27, nand3 45, edfxtp 448, mux4 32, a222oi 20, fa 51, nor3 30, a21oi 108
and2 11, o22ai 92, a22oi 14, a22o 11, mux2i 199, nor2b 21, xnor2 29, clkbuf 59
o21ai 32, nand2b 7, and3 31, buf 117, a32oi 11, clkinv 20, nor4 31, inv 91
## cell families (layout without fill, tap and decap cells)
logic type / Yosys count / after routing / synth area share [%]
compound gates: 390 / 390 / 10.2
xor+xnor: 52 / 52 / 1.81
other cells: 1 / 7 / 0.0147
fa+ha+maj: 107 / 107 / 6.73
simple gates: 816 / 816 / 14.1
flops: 448 / 448 / 52.6
buf+inv: 223 / 326 / 3.45
mux: 243 / 243 / 11.1
Power is estimated from default activity; no workload was simulated.
